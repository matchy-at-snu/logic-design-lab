==> flow/design.v <==
`timescale 1ns / 1ps
module bcd_to_7(
    input [3:0] bcd,
    output reg [6:0] seg
    );
  always @(bcd) begin
    case(bcd)
      4'd0: seg <= 7'b0111111;
      4'd1: seg <= 7'b0000110;
      4'd2: seg <= 7'b1011011;
      4'd3: seg <= 7'b1001111;
      4'd4: seg <= 7'b1100110;
      4'd5: seg <= 7'b1101101;
      4'd6: seg <= 7'b1111101;
      4'd7: seg <= 7'b0000111;
      4'd8: seg <= 7'b1111111;
      4'd9: seg <= 7'b1101111;
    endcase
  end
endmodule
`timescale 1ns / 1ps
module freq_divider(
    input clr,
    input clk,
    output reg clkout
    );
  reg[31:0] cnt;
  always @(posedge clk) begin
    if (clr) begin
        cnt <= 32'd0;
        clkout <= 1'b0;
    end
    else if (cnt == 32'd25000000) begin
        cnt <= 32'd0;
        clkout <= ~clkout;
    end
    else begin
        cnt <= cnt + 1;
    end
  end
endmodule
`timescale 1ns / 1ps
module vm_main(
    input N,
    input D,
    input RESET,
    input CLK,
    output [6:0] D1,
    output [6:0] D0,
    output rel
    );
  wire clock_sec;
  freq_divider fd(
    .clr(0), .clk(CLK), .clkout(clock_sec)
  );
  wire [3:0] state;
  wire [3:0] dig1;
  wire [3:0] dig0;
  vm_moore core(
    .RESET(RESET), .CLK(clock_sec), .N(N), .D(D),
    .BCD1(dig1), .BCD0(dig0), .O(rel)
  );
  bcd_to_7 show1(
    .bcd(dig1), .seg(D1)
  );
  bcd_to_7 show0(
    .bcd(dig0), .seg(D0)
  );
endmodule
`timescale 1ns / 1ps
module vm_moore(
    input N,
    input D,
    input RESET,
    input CLK,
    output [3:0] BCD1,  
    output [3:0] BCD0,
    output O
    );
  parameter [3:0] NO_MONEY  = 4'b0001,  
                  A_NICKEL  = 4'b0010,  
                  A_DIME    = 4'b0100,  
                  FIFTEEN   = 4'b1000;  
  reg [3:0] state;
  always @(posedge CLK or posedge RESET) begin
    if (RESET) begin
      state = NO_MONEY;
    end else begin
      case (state)
        NO_MONEY: begin
          if (RESET) begin
            state = NO_MONEY;
          end else if (N) begin
            state = A_NICKEL;
          end else if (D) begin
            state = A_DIME;
          end else begin
            state = NO_MONEY;
          end
        end
        A_NICKEL: begin
          if (RESET) begin
            state = NO_MONEY;
          end else if (N) begin
            state = A_DIME;
          end else if (D) begin
            state = FIFTEEN;
          end else begin
            state = A_NICKEL;
          end
        end
        A_DIME: begin
          if (RESET) begin
            state = NO_MONEY;
          end else if (N || D) begin
            state = FIFTEEN;
          end else begin
            state = A_DIME;
          end
        end
        FIFTEEN: begin
          if (RESET) begin
            state = NO_MONEY;
          end else begin
            state = FIFTEEN;
          end
        end
      endcase
    end
  end
  assign O = (state == FIFTEEN)? 1 : 0;
  assign BCD0 = (state == NO_MONEY) ? 4'b0000 :
                (state == A_NICKEL) ? 4'b0101 :
                (state == A_DIME)   ? 4'b0000 :
                4'b0101;
  assign BCD1 = (state == NO_MONEY) ? 4'b0000 :
                (state == A_NICKEL) ? 4'b0000 :
                (state == A_DIME)   ? 4'b0001 :
                4'b0001;
endmodule
==> flow/run.sh <==
#!/bin/bash
# OpenROAD 26Q1-2900-gdf79404cd8, Yosys 0.63+post, stock flow scripts
make -C /OpenROAD-flow-scripts/flow DESIGN_CONFIG=/design/flow/config.mk WORK_HOME=/design/flow/orfs finish
==> flow/config.mk <==
export PLATFORM = sky130hd
export DESIGN_NAME = vm_main
export DESIGN_NICKNAME = vm_main
export VERILOG_FILES = /design/flow/design.v
export SDC_FILE = /design/flow/constraint.sdc
export NUM_CORES = 4
export LEC_CHECK = 1
export CORE_AREA = 10 10 114 114
export DIE_AREA = 0 0 124 124
==> flow/constraint.sdc <==
current_design vm_main

set clk_period 4.9
set clk_io_pct 0.2

create_clock -name clk0 -period $clk_period [get_ports {CLK}]

set non_clock_inputs [all_inputs -no_clocks]
set_input_delay [expr $clk_period * $clk_io_pct] -clock clk0 $non_clock_inputs
set_output_delay [expr $clk_period * $clk_io_pct] -clock clk0 [all_outputs]
==> metrics.yaml <==
status: "finished clean"
avgSynthCellArea_um2: 9.42
top_area_cell: "dfxtp_1"
p_seq_share_pct: 57.1
gp_congestion: 0.798
unclocked_regs: 4
yosys_cells: 192
post-place-ws_ns: 2.87
die_h_um: 124
fp-utilization_pct: 17.4
edf_count: 1
hold_viol: 0
cts_resized: 0
dpl.hpwl_mm: 2.38
power_density_nw_per_um2: 224
synth-main-ff-cell: "dfxtp_1"
skew_ns: 0.00687
wl_per_cell_um: 9.41
synthTopCellsByCount: "dfxtp_1 (32), xnor2_1 (17), nand3_1 (16)"
syn_area_um2: 1810
final_cell_area_um2: 2110
area_delta_synth_final_pct: 16.5
io_pins: 19
crit_slowest_cell: "nor4_1"
synth-async-reset-ratio_pct: 10.8
cts_tree: "done"
cts.root.buffer_cell: "clkbuf_8"
worstSetupStartpoint: "fd.cnt[3]$_SDFF_PN0_"
cap_violations: 0
tool_warnings: 26
most_common_cell: "dfxtp_1"
route.detailed.drc: 0
placed_area_um2: 2020
insertedDiodeCount: 0
fin_setup_tns_ns: 0
cts_hold_buf: 0
drtIter0Drc: 60
critPathLaunchType: "register"
worst-path-buf-inv: 0
clkPwrFrac_pct: 41.5
critPathCaptureType: "register"
syn-instance-count: 192
drtAntennaViolNets: 0
power_w: 0.000472
wl_mm: 3.21
area_leaders: "dfxtp_1 (35%), xnor2_1 (8.2%), buf_4 (4.6%), nand3_1 (4.4%), dfrtp_1 (4.1%)"
yosys_area_um2: 1810
clk_pin_slew_worst_paths_ns: 0.07
antenna_found_initial: 0
hp-start: "fd.cnt[31]$_SDFF_PN0_"
num_rows: 37
reg2reg_slack_ns: 2.85
ys.warnings.count: 4
crit_path_max_fanout: 6
r2r-start: "fd.cnt[3]$_SDFF_PN0_"
untimed_endpoints: 12
p_int_w: 0.000370
fmax_mhz: 488
maxSlewViolCount: 0
clk_path_buf_depth: 2
crit_top_cell: "nand4_1"
max_stage_delay_ns: 0.79
hold_path.class: "reg2reg"
worst_ir_drop_vdd_uv: 99.0
die_w_um: 124
synth-seq-cells: 37
cts_setup_buffers: 0
worstSetupPathType: "reg2reg"
dieArea_um2: 15400
grt_usage_pct: 4.12
via_per_inst: 3.96
top_area_share_pct: 35.4
grt_pass1_vias: 1203
period_minus_slack_ns: 2.05
cp.required_ns: 5.08
period_used_pct: 41.8
cp_top_family: "simple AND/OR/NAND/NOR gates"
drive_above_1_share_pct: 10.2
grt_pass1_wl_mm: 5.40
clk_latency_ns: 0.28
gr-total-overflow: 0
cts_buffers: 5
path_cells: "nand4_1 -> nor4_1 -> nand4_1 -> xnor2_1"
power_switching_w: 0.000101
synth_cell_types: 42
rsz0062_at_grt: "no"
port_buffers: 11
switching_share_pct: 21.5
vias: 1352
comb_power_share_pct: 1.4
coreArea_um2: 10400
layout_setup_ws_ns: 2.85
worst_pin_slew_ns: 0.923
htree_levels: 2
ys_seq_share_pct: 42.7
maxSlewHeadroom_pct: 37.9
p_leak_nw: 0.746
crit_arrival_ns: 2.23
setup_viol: 0
drtPass1Iterations: 4
grt_max_degree: 12
[final timing paths]
| kind | to | cells past startpoint |
|---|---|---|
| worst min register to register | fd.cnt[31]$_SDFF_PN0_ | 1 |
| worst max-delay path | fd.cnt[31]$_SDFF_PN0_ | 4 |
| worst max register to register | fd.cnt[31]$_SDFF_PN0_ | 4 |
| worst min-delay path | fd.cnt[31]$_SDFF_PN0_ | 1 |
[registers in the layout (all words and copies together), names as in the netlist]
register    count
fd.cnt         32
core.state      4
fd.clkout       1
[worst reg2reg max path, delay by kind of cell, from the launching register on]
| family | cells | cell delay (ns) |
|---|---|---|
| simple gates | 3 | 1.32 |
| flops | 1 | 0.44 |
| xor+xnor | 1 | 0.18 |
[power by group through the flow]
stage | clock [W] | sequential (W) | combinational (W)
finish | 0.000196 | 0.000269 | 0.00000644
global route | 0.000212 | 0.000269 | 0.00000744
CTS | 0.000202 | 0.000269 | 0.00000671
[through the flow]
| stage | cells | hold slack (ns) | utilization, % |
|---|---|---|---|
| after floorplan | 197 | 0.435 | - |
| after global placement | 333 | 0.459 | 19.4 |
| after detailed placement | 333 | 0.462 | 19.4 |
| after CTS | 341 | 0.478 | 20.2 |
| after global routing | 341 | 0.505 | 20.2 |
| final | 341 | 0.474 | 20.2 |
[metal layers]
layer	track usage [%]	routed length (um)	up-vias
li1	-	-	697
met3	1.24	233	4
met1	5.77	1600	619
met5	0	0	-
met2	6.39	1360	32
met4	0.432	17	0
[logic make-up after synthesis]
| group | after synthesis | share of synthesized area [%] |
|---|---|---|
| AOI/OAI and AO/OA | 19 | 6.85 |
| xor gates and xnor gates | 23 | 11.1 |
| adders and majority gates | 2 | 1.38 |
| buffers and inverters | 23 | 7.47 |
| DFF | 37 | 42.7 |
| muxes | 1 | 0.553 |
| other | 2 | 0.415 |
| and+or+nand+nor | 85 | 29.5 |
[cells in the final DEF (no fill, tap or decap), types with 4 or more instances in the layout]
cell type and count:
dfxtp_1 32, xnor2_1 17, nand3_1 16, nor2_1 13, inv_1 11, clkdlybuf4s50_1 11
nand2_1 10, nor4_1 10, conb_1 7, nand4_1 6, xor2_1 6, a21oi_1 5
o31ai_1 5, clkbuf_8 5, or4_1 4
[cell type report]
class / count / area, um2
clock buffer: 5 / 68.8
clock inverter: 3 / 17.5
fill: 1129 / 8310
inverter: 11 / 41.3
multi-input combinational: 137 / 921
sequential: 37 / 772
tap: 136 / 170
timing repair buffer: 12 / 118
