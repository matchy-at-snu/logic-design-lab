==> design.v <==
`timescale 1ns / 1ps
module TDC_main(
    input clock,
    input stop,
    input reset,
    output [6:0] digit1,
    output [6:0] digit0
    );
  wire clock_sec;
  freq_divider fd(
    .clr(stop), .clk(clock), .clkout(clock_sec)
  );
  wire [3:0] dig1;
  wire [3:0] dig0;
  counter_2digit cnt(
    .reset(reset),
    .clock(clock_sec),
    .dig1(dig1),
    .dig0(dig0)
  );
  bcd_to_7 show1(
    .bcd(dig1), .seg(digit1)
  );
  bcd_to_7 show2(
    .bcd(dig0), .seg(digit0)
  );
endmodule
`timescale 1ns / 1ps
module counter_2digit(
    input reset,
    input clock,
    output reg [3:0] dig1,
    output reg [3:0] dig0
    );
  always @(posedge clock or posedge reset)
  begin
    if (reset) begin
      dig1 <= 0;
      dig0 <= 0;
    end
    else begin
      if (dig1 == 9 && dig0 == 9) begin
        dig1 <= 0;
        dig0 <= 0;
      end
      else if (dig0 == 9) begin
        dig0 <= 0;
        dig1 <= dig1 + 1;
      end
      else begin
        dig0 <= dig0 + 1;
      end
    end
  end
endmodule
`timescale 1ns / 1ps
module bcd_to_7(
    input [3:0] bcd,
    output reg [6:0] seg
    );
  always @(bcd) begin
    case(bcd)
      4'd0: seg <= 7'b0111111;
      4'd1: seg <= 7'b0000110;
      4'd2: seg <= 7'b1011011;
      4'd3: seg <= 7'b1001111;
      4'd4: seg <= 7'b1100110;
      4'd5: seg <= 7'b1101101;
      4'd6: seg <= 7'b1111101;
      4'd7: seg <= 7'b0000111;
      4'd8: seg <= 7'b1111111;
      4'd9: seg <= 7'b1101111;
    endcase
  end
endmodule
`timescale 1ns / 1ps
module freq_divider(
    input clr,
    input clk,
    output reg clkout
    );
  reg[31:0] cnt;
  always @(posedge clk) begin
    if (clr) begin
        cnt <= 32'd0;
        clkout <= 1'b0;
    end
    else if (cnt == 32'd25000000) begin
        cnt <= 32'd0;
        clkout <= ~clkout;
    end
    else begin
        cnt <= cnt + 1;
    end
  end
endmodule
==> run.sh <==
#!/bin/bash
# OpenROAD 26Q1-2900-gdf79404cd8, Yosys 0.63+post, stock flow scripts
make -C /OpenROAD-flow-scripts/flow DESIGN_CONFIG=/design/flow/config.mk WORK_HOME=/design/flow/orfs finish
==> config.mk <==
export PLATFORM = sky130hd
export DESIGN_NAME = TDC_main
export DESIGN_NICKNAME = TDC_main
export VERILOG_FILES = /design/flow/design.v
export SDC_FILE = /design/flow/constraint.sdc
export NUM_CORES = 4
export LEC_CHECK = 1
export CORE_UTILIZATION = 30
==> constraint.sdc <==
current_design TDC_main

set clk_period 5.2
set clk_io_pct 0.2

create_clock -name clk0 -period $clk_period [get_ports {clock}]

set non_clock_inputs [all_inputs -no_clocks]
set_input_delay [expr $clk_period * $clk_io_pct] -clock clk0 $non_clock_inputs
set_output_delay [expr $clk_period * $clk_io_pct] -clock clk0 [all_outputs]
==> reports/results.ini <==
[status]
status = finished, final reports clean

[min_path]
holdPathStages = 1
hold_path_class = reg2reg
min_from = fd.cnt[0]
min_to = fd.cnt[0]

[timing]
rsz0062_at_grt = no
fin_hold_ws_ns = 0.483
slew_headroom_pct = 41.6
setup_viol = 0
fin_worst_skew_ns = 0.00531
untimed_endpoints = 36
period_used_pct = 40.8
setup_tns_ns = 0
finalHoldViolCount = 0
fin_crit_ns = 2.12
layout_setup_ws_ns = 3.08
tightest_slew_ns = 0.865
slew_viol_final = 0
unclocked_pins = 22
fmax_mhz = 472

[synthesis]
area_leaders = dfxtp_1 (26%), dlxtn_1 (8.3%), dfrtp_1 (7.9%), xor2_1 (4.8%), a21oi_1 (4.7%)
syn_avg_cell_area_um2 = 8.79
topCombFamilyByArea = simple AND/OR/NAND/NOR gates
synth.distinct_cells = 45
synth-xor-area-share_pct = 5.88
simple_gate_area_share_pct = 27.4
synth_cells = 288
synth_flops = 55
synthAdderAreaFrac_pct = 2.96
asyncSetResetFlopFracSynth_pct = 14.5
ys_warn_count = 3
yosys_area_um2 = 2530
largest_area_cell = dfxtp_1
mux_area_share_pct = 0.889
yosys_cells = 288
top_cell_area_share_pct = 26.1
synth_area_um2 = 2530
ys.flop_type = dfxtp_1
aoi_share_pct = 14.4
synth-edff-count = 0

[worst_setup_path]
cpPeakStageDelay_ns = 0.55
endpoint_kind = register
r2r_start = fd.cnt[0]
worstPathMaxFanout = 21
required_ns = 5.37
cp_slowest_cell = o31ai_4
r2r-end = fd.cnt[15]
path_cells = inv_1, ha_1, nor4b_1, nand3_1, o31ai_4, buf_4, nor2_1
r2r_cells = 7
path_class = reg2reg
cp.arrival_ns = 2.29
worst_setup_path_start_kind = register
r2r_setup_slack_ns = 3.08

[clock_network]
clockBufferDepth = 2
cts_hold_buffers = 0
cts_tree = done
ctsResizeCount = 0
cts_buffers = 5
path_clk_slew_ns = 0.07
ctsRootBufferMaster = clkbuf_8
cts_setup_buffers = 0
clk_latency_ns = 0.28
htree_levels = 2

[routing]
drtPass1Iterations = 4
drc = 0
wire_per_inst_um = 11.3
drt-total-wl_um = 4510
ant_nets = 0
viasPerCell = 5.03
diodes = 0
drtIter0Drc = 59
vias = 2011

[power]
vdd_drop_max_uv = 139
p_leak_nw = 1.03
p_total_mw = 0.464
powerDensity_nw_per_um2 = 164

[die]
dieArea_um2 = 8810
die_width_um = 93.9
rows = 33
die_h_um = 93.9
ios = 17
initial_utilization_pct = 31.0
coreArea_um2 = 8180

[global_routing]
grt-ovfl-total = 0
antenna_found_initial = 0
grt_pass1_vias = 1798
grt_max_degree = 22
grt.total_usage_pct = 11.2
grt_pass1_wl_um = 8000

[placement]
placed_area_um2 = 2740
numPortBuffers = 16
hpwl_um = 3140
dp_cells = 393
dpl_worst_slack_ns = 2.90
gp_congestion = 0.811

[layout]
mostFrequentLayoutCells = dfxtp_1 (33), a21oi_1 (24), nor2_1 (24)
utilization_pct = 34.6
lay_top_count = dfxtp_1
area_growth_pct = 11.6
final_cells = 400
final_cell_area_um2 = 2830
nFillCells = 850
drive_gt1_share_pct = 6.78

[flow_run]
cap_viol_max_count = 0
tool_warnings = 29

## area by class of cell
type                            count  area (um^2)  area share, %
Clock buffer                        7         86.3           3.05
Inverter                           15         56.3           1.99
Multi-Input combinational cell    201         1310           46.5
Sequential cell                    55         1070           37.9
Tap cell                          105          131           4.65
Timing Repair Buffer               17          168           5.93
## kinds of logic after synthesis
logic type / Yosys count
latches: 14
flip-flops: 41
buffers and inverters: 32
XOR/XNOR: 17
multiplexers: 2
AND-OR/OR-AND: 59
adder cells (fa/ha/maj): 6
AND/OR/NAND/NOR: 117
## registers in the layout, summed over array words and instances (netlist names)
signal     cells
fd.clkout      1
show2.seg      7
fd.cnt        32
cnt.dig0       4
cnt.dig1       4
show1.seg      7
## critical path, delay by kind of cell, from the launching register on
kind | cells | cell delay (ns)
DFF | 1 | 0.34
adders and majority gates | 1 | 0.13
buffers and inverters | 2 | 0.43
AOI/OAI and AO/OA | 1 | 0.55
and+or+nand+nor | 3 | 0.55
## report_power, final
part	internal (mW)	leakage, nW	total [mW]	switching, mW
Sequential	0.255	0.483	0.257	0.00228
Combinational	0.00535	0.500	0.0137	0.00837
Clock	0.105	0.0443	0.193	0.0882
## cell usage after synthesis (5+ instances only)
master    number
dfxtp_1       33
a21oi_1       24
nor2_1        24
nand2_1       16
inv_1         15
dlxtn_1       14
xor2_1        14
nand3_1       12
o21ai_0       12
o31ai_1       12
nand4_1       11
or4_1          9
dfrtp_1        8
or3_1          8
clkbuf_1       7
and4_1         6
ha_1           6
nor3_1         6
buf_2          5
## worst max path at each step
stage | start | to
CTS | fd.cnt[0] | fd.cnt[13]
global route | fd.cnt[1] | fd.cnt[8]
finish | fd.cnt[0] | fd.cnt[15]
## per-layer routing
| metal | wire [um] | up-vias | track usage [%] |
|---|---|---|---|
| met5 | 0 | - | 0 |
| met1 | 2320 | 932 | 16.2 |
| met4 | 35 | 0 | 1.03 |
| met3 | 132 | 4 | 1.73 |
| met2 | 2020 | 29 | 18.7 |
| li1 | - | 1046 | - |
Power is estimated from default activity; no workload was simulated.
