## run.sh

```bash
#!/bin/bash
# OpenROAD 26Q1-2900-gdf79404cd8, Yosys 0.63+post, stock flow scripts
make -C /OpenROAD-flow-scripts/flow DESIGN_CONFIG=/design/flow/config.mk WORK_HOME=/design/flow/orfs finish
```

## config.mk

```make
export PLATFORM = sky130hd
export DESIGN_NAME = bcd_to_7_dataflow
export DESIGN_NICKNAME = bcd_to_7_dataflow
export VERILOG_FILES = /design/flow/design.v
export SDC_FILE = /design/flow/constraint.sdc
export NUM_CORES = 4
export LEC_CHECK = 1
export CORE_AREA = 10 10 70 70
export DIE_AREA = 0 0 80 80
```

## constraint.sdc

```tcl
current_design bcd_to_7_dataflow

set clk_period 1.6
set clk_io_pct 0.2

create_clock -name clk0 -period $clk_period

set non_clock_inputs [all_inputs -no_clocks]
set_input_delay [expr $clk_period * $clk_io_pct] -clock clk0 $non_clock_inputs
set_output_delay [expr $clk_period * $clk_io_pct] -clock clk0 [all_outputs]
```

## design.v

```verilog
`timescale 1ns / 1ps
module bcd_to_7_dataflow(
    input [3:0] NUM,
    output [6:0] SEG
    );
    assign SEG = (NUM == 4'b0000) ? 7'b1111110 :
				 (NUM == 4'b0001) ? 7'b0110000 :
				 (NUM == 4'b0010) ? 7'b1101101 :
				 (NUM == 4'b0011) ? 7'b1111001 :
				 (NUM == 4'b0100) ? 7'b0110011 :
				 (NUM == 4'b0101) ? 7'b1011011 :
				 (NUM == 4'b0110) ? 7'b1011111 :
				 (NUM == 4'b0111) ? 7'b1110010 :
				 (NUM == 4'b1000) ? 7'b1111111 :
				 (NUM == 4'b1001) ? 7'b1111011 :
				 7'b0000000;
endmodule
```

==> qor.txt <==
Run status - complete, no violations
Cell types with the largest area share after synthesis - nor3_1 (9.4%), nor4b_2 (9.4%), o21a_4 (9.4%)
Setup CP Type - primary input to output port
DR vias - 213
Tool Warnings - 33
Mean instance size in the synthesized netlist - 7.22 sq um
Avg WL per Cell - 8.65 um
Number of distinct library cell variants in the gate-level netlist after synthesis - 19
Layout cell share with drive strength beyond 1 - 0.429
Area taken by flip-flops and latches - 0 sq um
Headroom to the max-slew limit - 0.840
Initial antenna violation count - 0
Unrepaired setup endpoints after global routing - no
Maximum number of pins on one net before global-route repair - 9
Synth-to-layout area growth - 135%
Count of clock-net buffers in the final layout - 0
Share of the clock period used by the worst path after layout - 0.967
Overflow left after global routing - 0
Wire length of the first global-routing pass - 1130 um
Last weighted congestion value of the routability-driven placer - 0.722
Data required time at the worst endpoint - 1.28 ns
Achievable frequency - 646 MHz
Nature of the critical path startpoint - primary input
Accumulated negative setup slack - 0 ns
Data arrival time of the worst path - 1.23 ns
DRC marker count from the first detailed-route iteration - 17
Power Density - 224 nW/um^2
Top-area cell share - 0.0945
Hold Worst Slack - 0.990 ns
Horiz. Die Dim - 80 um
Die Height - 80 um
Synth warn - 0
Residual DRC - 0
Core region area - 3420 sq um
Chip area - 6400 sq um
Post-synthesis instance area - 159 sq um
Fraction of the yosys area taken by sequential cells - 0
Critical-path maximum fanout - 7
Endpoint type of the worst setup path - output port
Antenna cells - 0
Detail Route Antenna Nets - 0
Ports placed on the boundary - 11
Final number of hold-violating endpoints - 0
Total cells reported by yosys after synthesis - 22
Power, Total - 0.0000840 W
Max-Cap Viols - 0
DRT Wirelength - 701 um
Total half-perimeter wirelength after legalization and detailed placement - 503 um
Cell taking the most area after synthesis - nor3_1
Number of max-slew violations in the final report - 0
Sequential cells - 0
Worst Tran Pin Value - 0.239 ns
Setup-violating endpoint count in the final report - 0
Per-cell via count in the routed design - 2.63
Std-Cell Rows - 21
Synthesized instance count - 22
Static Leak - 0.168 nW
Final min period - 1.55 ns
# port buffers - 11
Number of global-route vias before repair - 218
Global router's overall resource usage - 0.0212
Hold Path Class - primary input to output port
Worst voltage drop across the vdd grid - 27.8 uV
Pre-placement core utilization - 0.0465
Utilization after layout - 0.110
Total cell area reported by yosys after synthesis - 159 sq um
First-pass iteration count of the detailed router - 2
-- through the flow --
stage               setup WS (ns)  cells  area, sq um
finish                     0.0521     81          374
global route              0.00218     81          374
CTS                        -0.111     81          353
detailed placement         -0.637     79          325
global placement           -0.644     79          325
floorplan                   0.423     22          159
-- cell usage after synthesis, drive strengths merged --
cell type	n
and3	1
a21boi	1
buf	3
a21oi	1
nor2	1
o21a	2
inv	1
nand2b	1
nor3	3
or2	1
o22ai	2
nor4	1
nor3b	1
o21ai	1
nor4b	1
nor2b	1
-- final cells by class --
cell class	count	area (sq um)
Fill cell	398	3040
Inverter	1	3.75
Multi-Input combinational cell	18	159
Tap cell	46	57.6
Timing Repair Buffer	16	154
-- per-layer routing --
layer / share of wire / track usage
met5: 0 / 0
met4: 0 / 0
met3: 0.11 / 0.00682
met2: 0.43 / 0.0305
met1: 0.47 / 0.0316
-- timing repair --
item | in CTS | in global routing
resized | 29 | 10
endpoints found under the setup margin | 7 | 5
hold buffers | 0 | 0
pin swaps | 2 | 3
setup buffers | 2 | 0
-- critical path, stage by stage --
cell and delay [ns]:
buf_6 0.11, buf_6 0.12, nor4b_4 0.30, buf_4 0.16, nor4_2 0.03, clkdlybuf4s15_1 0.18
-- path summary, 6_finish.rpt --
kind	from	endpoint	slack, ns	cells after the start
min	NUM[0]	SEG[2]	0.99	3
max	NUM[1]	SEG[3]	0.05	6
-- power breakdown --
part | total, W | internal (W) | switching (W)
sequential | 0 | 0 | 0
clock | 0 | 0 | 0
combinational | 0.0000840 | 0.0000518 | 0.0000321
total | 0.0000840 | 0.0000518 | 0.0000321
-- layout by cell type (no fill, tap or decap) --
| cell | Yosys | final |
|---|---|---|
| a21boi_0 | 1 | 1 |
| a21oi_1 | 1 | 1 |
| and3_1 | 1 | 1 |
| buf_2 | 1 | 1 |
| buf_4 | 1 | 4 |
| buf_6 | 1 | 4 |
| clkdlybuf4s15_1 | 0 | 1 |
| dlygate4sd2_1 | 0 | 3 |
| dlymetal6s2s_1 | 0 | 3 |
| inv_1 | 1 | 1 |
| nand2b_1 | 1 | 1 |
| nor2_1 | 1 | 1 |
| nor2b_1 | 1 | 1 |
| nor3_1 | 3 | 2 |
| nor3_2 | 0 | 1 |
| nor3b_4 | 0 | 1 |
| nor4_2 | 1 | 1 |
| nor4b_4 | 0 | 1 |
| o21a_1 | 1 | 1 |
| o21a_4 | 1 | 1 |
| o21ai_1 | 0 | 1 |
| o22ai_1 | 2 | 2 |
| or2_4 | 0 | 1 |
-- kinds of logic (layout without fill, tap and decap cells) --
| kind of cell | count (synthesis) | in the layout | share of synthesized area |
|---|---|---|---|
| AND-OR/OR-AND | 7 | 7 | 0.331 |
| buffers and inverters | 4 | 17 | 0.173 |
| AND/OR/NAND/NOR | 11 | 11 | 0.496 |
Power figures rest on the tool's default switching activity, not on a simulated workload.
